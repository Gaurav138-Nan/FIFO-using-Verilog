===== flow/run.sh =====
#!/bin/bash
# OpenROAD 26Q1-2900-gdf79404cd8, Yosys 0.63+post, stock flow scripts
make -C /OpenROAD-flow-scripts/flow DESIGN_CONFIG=/design/flow/config.mk WORK_HOME=/design/flow/orfs finish

===== flow/config.mk =====
export PLATFORM = sky130hd
export DESIGN_NAME = async_fifo
export DESIGN_NICKNAME = async_fifo
export VERILOG_FILES = /design/flow/design.v
export SDC_FILE = /design/flow/constraint.sdc
export NUM_CORES = 4
export LEC_CHECK = 1
export CORE_UTILIZATION = 40

===== flow/constraint.sdc =====
current_design async_fifo

set clk_period 4.4
set clk_io_pct 0.2

create_clock -name clk0 -period $clk_period [get_ports {rclk}]
create_clock -name clk1 -period $clk_period [get_ports {wclk}]

set non_clock_inputs [all_inputs -no_clocks]
set_input_delay [expr $clk_period * $clk_io_pct] -clock clk0 $non_clock_inputs
set_output_delay [expr $clk_period * $clk_io_pct] -clock clk0 [all_outputs]

===== flow/design.v =====
`timescale 1ps/1ps
module async_fifo (
    input   wr, wclk, wrst_n,
    input   rd, rclk, rrst_n,
  input   [15:0] wdata,
  output  [15:0] rdata,
    output  reg wfull,
    output  reg rempty
);
  reg     [3:0]   wq2_rptr, wq1_rptr, rptr;
  reg     [3:0]   rq2_wptr, rq1_wptr, wptr;
wire    rempty_val;
  wire    [3 : 0] rptr_nxt;
  wire    [2:0] raddr;
  reg     [3:0] rbin;
  wire    [3:0] rbin_nxt;
  wire    [2:0] waddr;
  reg     [3:0] wbin;
  wire    [3:0] wbin_nxt;
  wire    [3 : 0] wptr_nxt;
always @(posedge wclk or negedge wrst_n) begin
    if(!wrst_n)
        {wq2_rptr, wq1_rptr} <= 2'b0;
    else
        {wq2_rptr, wq1_rptr} <= {wq1_rptr, rptr};
end
always @(posedge rclk or negedge rrst_n) begin
    if(!rrst_n)
        {rq2_wptr, rq1_wptr} <= 2'b0;
    else
        {rq2_wptr, rq1_wptr} <= {rq1_wptr, wptr};
end
assign  rempty_val = (rptr_nxt == rq2_wptr); 
always @(posedge rclk or negedge rrst_n) begin
    if(!rrst_n)
        rempty <= 1'b0;
    else
        rempty <= rempty_val;
end
  assign rbin_nxt = rbin + (rd & ~rempty);
always @ (posedge rclk or negedge rrst_n) 
    if (!rrst_n)
        rbin <= 0;
    else 
        rbin <= rbin_nxt;
  assign raddr = rbin[2:0]; 
assign rptr_nxt = rbin_nxt ^ (rbin_nxt>>1);
always @ (posedge rclk or negedge rrst_n)
    if (!rrst_n)
        rptr <= 0;
    else 
        rptr <= rptr_nxt;
assign wbin_nxt = wbin + (wr & !wfull);
always @ (posedge wclk or negedge wrst_n)
    if(!wrst_n)
        wbin <= 0;
    else
        wbin <= wbin_nxt;
  assign waddr = wbin [2:0];
assign wptr_nxt = (wbin_nxt>>1) ^ wbin_nxt; 
always @ (posedge wclk or negedge wrst_n)
    if(!wrst_n)
        wptr <= 0;
    else
        wptr <= wptr_nxt;
wire wfull_val;
  assign wfull_val = (wq2_rptr == {~wptr[3 : 2],wptr[1 : 0]});
always @ (posedge wclk or negedge wrst_n)
    if (!wrst_n)
        wfull <= 0;
    else 
        wfull <= wfull_val;
  reg [15 : 0] mem [0:7];
assign rdata = mem[raddr];
always @ (posedge wclk)
    if (wr & !wfull) mem[waddr] <= wdata;
endmodule

==> impl_metrics.ini <==
; generated from flow reports
[worst_setup_path]
cp.required_ns = 3.52
cp.arrival_ns = 2.43
cp_slowest_stage_delay_ns = 0.64
crit_path_top_delay_cell = mux4_1
path_max_fanout = 32
crit_chain = buf_4, mux4_1, mux2_2, clkdlybuf4s50_1
critPathKind = register to primary output
path_delay_family = multiplexers
timing.critical_path.buf_inv = 2
cp-end-kind = primary output
start_kind = register

[layout]
area_growth_syn_to_layout_pct = 20.9
seqCellArea_um2 = 4640
logic_area_um2 = 1370
lay_top_count = edfxtp_1
layout_top_cells = 128 x edfxtp_1, 38 x clkdlybuf4s50_1, 32 x dfrtp_1, 28 x mux4_1, 20 x clkbuf_16
layout-drive-gt1-share_pct = 20.7
fillers = 1116

[clocking]
postCtsHoldBufs = 0
cts_resized = 0
cts_tree = built
post_cts_buffers = 0
path_clk_slew_ns = 0.06
clkSinkCount = 160

[power]
clkPwrFrac_pct = 29.9
seqPwrFrac_pct = 41.9
net-switching-power_mw = 1.33
p_sw_share_pct = 26.6
max-vdd-ir-drop_v = 0.000281
p_per_area_nw_per_um2 = 683
power.leakage_nw = 2.62
p_int_mw = 3.69
comb_power_share_pct = 28.2

[flow_run]
warnings = 26
cap_violations = 0

[floorplan]
rows = 44
fp_util_pct = 41.4
chipArea_um2 = 15700
ios = 40
die-height_um = 125
die_width_um = 125
core-area_um2 = 14700

[route]
diodes = 0
drc = 0
via_per_inst = 5.07
dr.pass1.iters = 6
vias = 2647
drtIter0Drc = 168
routed_wl_mm = 9.89
routed_wire_length_per_instance_um = 18.9
drtAntennaViolNets = 0

[yosys]
yosysWarnings = 1
edf_count = 128
yosys_most_used_dff = edfxtp_1
ys_cells = 263
ys_types = 22
async_flop_share_pct = 20.0
syn_area_per_cell_um2 = 23.1
netlist_area_um2 = 6080
synth_flops = 160
synth_cells = 263
ys_seq_share_pct = 76.4
ys_area_um2 = 6080

[timing]
finalClockSkew_ns = 0.00660
whs_ns = 0.217
slew_violations = 0
rsz0062_at_grt = no
worst_slew_pin_slew_ns = 0.691
finalSetupViolCount = 0
hold_viol = 0
tns_ns = 0
slew_headroom_pct = 53.8

[global_routing]
first_global_vias = 2772
grt_max_degree = 36
antenna_found_initial = 0
grt-ovfl-total = 0
grt_usage_pct = 14.4
grt_pass1_wl_mm = 15.2

[placement]
dp_hpwl_mm = 5.61
place.gp.congestion = 0.753
io_buffers = 38

[worst_hold_path]
hp-class = register to register

[outcome]
status = completed
power by group through the flow:
stage     Clock [mW]  Sequential, mW  Combinational [mW]
4_1_cts         1.54            2.11                1.46
5_1_grt         1.60            2.13                1.55
6_report        1.50            2.10                1.42
synthesized netlist by cell type (all sizes together) (3+ instances only):
cell,count,area share [%]
edfxtp,128,63
nand2b,3,0.31
clkbuf,3,0.19
xnor2,8,1.2
nor2,6,0.37
dfrtp,32,13
ha,4,0.82
mux2,16,3.0
xor2,10,1.4
mux4,32,14
buf,7,0.97
routing by layer:
| metal | share of wire, % | track usage, % |
|---|---|---|
| met4 | 1.9 | 2.08 |
| met2 | 48 | 21.4 |
| met5 | 0 | 0 |
| met1 | 41 | 21.0 |
| met3 | 8.3 | 7.63 |
flip-flops by register name, summed over array words and instances (netlist names):
signal / count
rq1_wptr: 4
wptr: 4
rptr: 4
wq1_rptr: 4
wq2_rptr: 4
rbin: 3
rempty: 1
wfull: 1
wbin: 3
rq2_wptr: 4
mem: 128
kinds of logic after synthesis:
logic type      Yosys count  share of synthesized area, %
compound gates            1                         0.165
xor+xnor                 20                          3.33
fa+ha+maj                 4                         0.823
buf+inv                  11                          1.21
flops                   160                          76.4
mux                      48                          16.5
simple gates             19                          1.54
worst register-to-register path: cells and delay by family, from the launching register on:
family | cells | cell delay [ns]
AND/OR/NAND/NOR | 3 | 1.00
buffers and inverters | 1 | 0.33
flip-flops | 1 | 0.38
per-stage QoR:
step	total power [mW]	utilization, %	cells	worst slack (ns)	instance area [um^2]
floorplan	3.03	-	263	1.67	6080
global placement	3.57	45.7	486	1.34	6710
detailed placement	3.58	45.7	486	1.32	6710
CTS	5.10	50.0	522	1.05	7350
global route	5.29	50.0	522	0.986	7350
finish	5.02	50.0	522	1.09	7350
cell type report:
type	count	share of cell area [%]
clock buffers	21	6.99
clock inverters	15	1.72
inverters	1	0.0510
multi-input cells	92	18.7
flip-flops and latches	160	63.2
well taps	184	3.13
repair buffers	49	6.29
worst paths after layout:
path	from	endpoint	slack [ns]	depth (start not counted)
worst max-delay path	rbin[0]	rdata[4]	1.09	4
worst min-delay path	rptr[1]	wq1_rptr[1]	0.22	0
worst max register to register	wfull	mem[7][0]	2.38	4
worst min register to register	rptr[1]	wq1_rptr[1]	0.22	0
max in group clk1	wr	mem[7][0]	1.82	5
max in group asynchronous	rrst_n	rptr[3]	2.91	1
min in group clk0	rq1_wptr[3]	rq2_wptr[3]	0.34	0
min in group asynchronous	wrst_n	wq1_rptr[2]	0.88	1
Power is estimated from default activity; no workload was simulated.
