--- /design/flow/design.v ---
`timescale 1ps/ 1ps 
module sync_fifo(input [15:0] data_in,input rst_n,input wr,input rd,input clk,output fifo_full,output fifo_empty,output fifo_overflow,output fifo_underflow,output [15:0] data_out);
  wire[3:0] wptr,rptr;
  wire fifo_we,fifo_rd;
  wr_pointer top1(wr,clk,rst_n,fifo_full,wptr,fifo_we);  
  rd_pointer top2(rd,clk,rst_n,fifo_empty,rptr,fifo_rd);  
  fifo_memory top3(clk, rptr, wptr,data_in,data_out,fifo_we);  
  status top4(wr, rd, fifo_we, fifo_rd, clk, rst_n, wptr, rptr, fifo_empty, fifo_full,fifo_underflow,fifo_overflow);
endmodule 
module fifo_memory(input clk,input [3:0] rptr,input [3:0] wptr,input [15:0] din,output wire [15:0] dout,input fifo_we);
  reg [15:0] temp[7:0];
  always @(posedge clk)
    begin
      if(fifo_we) 
        temp[wptr[2:0]]<=din; 
     end
  assign dout=temp[rptr[2:0]]; 
endmodule
module rd_pointer(input rd,input clk,input rst_n,input empty,output reg [3:0] rptr,output fifo_rd);
 assign fifo_rd=(rd & ~empty);
  always @(posedge clk or negedge rst_n)
     begin
       if(~rst_n)
          rptr<={4{1'b0}};
       else if(fifo_rd)
          rptr<=rptr+ 4'b0001;
       else
          rptr<=rptr;
     end 
endmodule 
module wr_pointer(input wr,input clk,input rst_n,input full,output reg [3:0] wptr,output fifo_we);
 assign fifo_we=(wr & ~full);
  always @(posedge clk or negedge rst_n)
     begin
       if(~rst_n)
          wptr<={4{1'b0}};
       else if(fifo_we)
          wptr<=wptr+ 4'b0001;
       else
          wptr<=wptr;
     end 
endmodule 
module status(input wr,input rd,input fifo_we,input fifo_rd,input clk,input rst_n,input [3:0] wptr,input [3:0] rptr,output empty,output full,output reg underflow,output reg overflow);
 assign empty=(wptr==rptr); 
 assign full =({~wptr[3],wptr[2:0]}==rptr[3:0]);  
 wire over,under;
 assign over = wr & full; 
 assign under =empty & rd;  
 always @(posedge clk or negedge rst_n) 
    begin
    if(~rst_n)
      overflow<=0;
    else if(over && ~fifo_rd)
      overflow<=1;
    else if(fifo_rd)
      overflow<=0;
    else
       overflow<=overflow;
    end 
always @(posedge clk or negedge rst_n) 
    begin
    if(~rst_n)
      underflow<=0;
    else if(under && ~fifo_we)
      underflow<=1;
    else if(fifo_we)
      underflow<=0;
    else
       underflow<=underflow;
    end 
endmodule 
--- /design/flow/run.sh ---
#!/bin/bash
# OpenROAD 26Q1-2900-gdf79404cd8, Yosys 0.63+post, stock flow scripts
make -C /OpenROAD-flow-scripts/flow DESIGN_CONFIG=/design/flow/config.mk WORK_HOME=/design/flow/orfs finish
--- /design/flow/constraint.sdc ---
current_design sync_fifo

set clk_period 7.4
set clk_io_pct 0.2

create_clock -name clk0 -period $clk_period [get_ports {clk}]

set non_clock_inputs [all_inputs -no_clocks]
set_input_delay [expr $clk_period * $clk_io_pct] -clock clk0 $non_clock_inputs
set_output_delay [expr $clk_period * $clk_io_pct] -clock clk0 [all_outputs]
--- /design/flow/config.mk ---
export PLATFORM = sky130hd
export DESIGN_NAME = sync_fifo
export DESIGN_NICKNAME = sync_fifo
export VERILOG_FILES = /design/flow/design.v
export SDC_FILE = /design/flow/constraint.sdc
export NUM_CORES = 4
export LEC_CHECK = 1
export CORE_UTILIZATION = 30
==> impl_metrics.toml <==
# physical design summary
[route]
first_iter_violations = 143
routed-via-count = 2559
routed_wl_um = 10000
drc = 0
first_pass_iters = 4
drtAntennaViolNets = 0
wl_per_cell_um = 18.5
vias_per_cell = 4.72
diodes = 0

[yosys]
async_reset_ff_share_pct = 7.25
seq_area_frac_synth_pct = 74.9
synth_top_cell_by_area = "edfxtp_1"
synthesis.area_sq_um = 5470
ys_chip_area_sq_um = 5470
synth.avg_cell_area_sq_um = 22.0
ys_warn_count = 4
top_cell_area_share_pct = 70.3
topCellsByArea = "edfxtp_1, mux4_2, dfrtp_1, mux2_2, buf_6"
edf_count = 128
top_cell = "edfxtp_1"
ys_cells = 248
yosysUniqueCellTypes = 33
ys_top_cells_by_count = "edfxtp_1, mux4_2, mux2_2"
flop_cell = "edfxtp_1"
synth_flops = 138
syn_inst = 248

[worst_setup_path]
critPathLaunch = "top2.rptr[0]"
crit_end = "data_out[13]"
r2r_start = "top2.rptr[2]"
crit_family = "buffers and inverters"
cp.arrival_ps = 2940
slowest_stage = "dfrtp_2"
cp-start-kind = "flop"
reg2regPathDepth = 7
cp_slowest_stage_delay_ps = 790
critPathBufInv = 2
cp.required_ps = 5920
crit_chain = "buf_4, mux4_2, mux2_2, clkdlybuf4s50_1"
rr_endpoint = "top3.temp[2][9]"
worstSetupEndpointType = "output port"
critical_path.max_fanout = 19
r2r_slack_ps = 4910
worstSetupPathType = "flop to output port"
path_depth = 4

[power_and_ir_drop]
power.internal_uw = 1970
leakagePower_uw = 0.00217
netSwitchingFraction_pct = 27.4
power_density_nw_per_um2 = 402
combPwrFrac_pct = 29.7
ir_drop_mv = 0.234
switchingPower_uw = 743
clockPowerShare_pct = 29.8
power_frac_seq_pct = 40.5
power_uw = 2710

[final_timing]
post-route-min-period_ps = 4420
finalClockSkew_ps = 6.91
slew_headroom_pct = 56.2
hold_viol_final = 0
setup_tns_ps = 0
finalCritPeriodShare_pct = 59.7
worst_pin_slew_ps = 657
maxSlewViolCount = 0
finalSetupViolCount = 0
rsz0062_at_grt = "false"
fmax_mhz = 226

[clock_tree]
clockBufferDepth = 2
clkSlewWorstSetupHoldPaths_ps = 60
clkSinkCount = 138
cts_resized = 0
post_cts_buffers = 0
root_buffer = "clkbuf_16"
cts_buffers = 17
h-tree-depth = 4
cts.hold.buffers_added = 0
insertion_delay_ps = 410
cts_tree = "built"

[global_routing]
grtUsageTotal_pct = 12.5
grt_overflow = 0
first_global_vias = 2780
grt_max_degree = 35
grt_pass1_wl_um = 15600
antenna_found_initial = 0

[floorplanning]
fp-row-count = 48
die_y_um = 137
fp_util_pct = 31.2
coreArea_sq_um = 17500
fp.dieW_um = 137
io_pins = 40
dieArea_sq_um = 18800

[placed_design]
gp_congestion = 0.729
placed_cell_area_sq_um = 6170
io_buffers = 39
hpwl_um = 5560

[status]
outcome = "complete, no violations"

[cells_and_area]
nFillCells = 1560
area_growth_pct = 23.4
stdcell_area_sq_um = 6750
drive_gt1_share_pct = 32.8

[flow_run]
cap_viol_max_count = 0
warnings = 25

[min_path]
hold_path_class = "flop to flop"
[layout by cell type (no fill, tap or decap), types with 2 or more instances in the layout]
cell and instances:
edfxtp_1 128, clkdlybuf4s50_1 39, mux4_2 32, mux2_2 17, clkbuf_16 17, buf_4 12, dfrtp_1 9, nand2_1 7
nor4_2 4, clkinvlp_4 4, xnor2_1 3, nor2_1 3, nand2b_1 3, nor3_2 3, inv_6 3, xor2_2 2
nand4_1 2, xor2_1 2, nor3_1 2, a21oi_1 2, ha_1 2, clkinv_4 2, bufinv_16 2, clkinv_1 2
[layout make-up]
class / count / area [sq um] / area share, %
tap: 225 / 282 / 4.17
clock inverter: 14 / 146 / 2.17
multi-input combinational: 95 / 1310 / 19.4
clock buffer: 18 / 429 / 6.36
timing repair buffer: 51 / 480 / 7.12
inverter: 1 / 3.75 / 0.0556
sequential: 138 / 4100 / 60.7
[worst min path at each step]
stage,from,end,slack (ps),depth (start not counted)
6_report,top4.underflow,top4.underflow,510,2
5_1_grt,top4.underflow,top4.underflow,560,2
4_1_cts,top4.underflow,top4.underflow,520,2
[sequential cells by signal, summed over array words and instances, names as in the netlist]
signal          flops
top2.rptr           4
top4.overflow       1
top4.underflow      1
top3.temp         128
top1.wptr           4
[tightest hold or removal path, cell delays in order, from the launching register on]
cell and delay, ps:
dfrtp_1 360, nand2_1 50, o21ai_0 70
[power by group through the flow]
| stage | logic (uW) | registers (uW) | clock network (uW) |
|---|---|---|---|
| 4_1_cts | 830 | 1100 | 829 |
| 5_1_grt | 884 | 1120 | 861 |
| 6_report | 805 | 1100 | 807 |
[routing by layer]
metal | part of all wire [%] | vias to the layer above | track usage (%)
li1 | - | 1139 | -
met1 | 38 | 1294 | 17.0
met2 | 51 | 122 | 18.9
met4 | 0.76 | 0 | 1.59
met3 | 10 | 4 | 7.18
met5 | 0 | - | 0
[logic make-up (layout without fill, tap and decap cells)]
| logic type | Yosys count | after routing | synth area share [%] |
|---|---|---|---|
| adder cells (fa/ha/maj) | 2 | 2 | 0.458 |
| AND-OR/OR-AND | 6 | 6 | 0.687 |
| multiplexers | 50 | 50 | 16.9 |
| flip-flops | 138 | 138 | 74.9 |
| AND/OR/NAND/NOR | 29 | 29 | 3.27 |
| XOR/XNOR | 8 | 8 | 1.90 |
| buffers and inverters | 15 | 84 | 1.90 |
[through the flow]
| step | hold slack, ps | setup WS [ps] | util [%] | std cells |
|---|---|---|---|---|
| finish | 512 | 2980 | 38.5 | 542 |
| global route | 560 | 2760 | 38.5 | 542 |
| CTS | 524 | 2880 | 38.5 | 542 |
| detailed placement | 511 | 3340 | 35.2 | 510 |
| global placement | 491 | 3350 | 35.2 | 510 |
| floorplan | 451 | 3650 | - | 248 |
